==> flow/design.v <==
module fifo(rdata,full,empty,rclk,ren,rrstn,wclk,wen,wrstn,wdata);
    parameter D_SIZE = 8;
    parameter A_SIZE = 4;
    output [D_SIZE-1:0] rdata;
    output              full,empty;
    input               rclk,ren,rrstn;
    input               wclk,wen,wrstn;
    input  [D_SIZE-1:0] wdata;
    wire [A_SIZE-1:0] raddr,waddr;
    wire [A_SIZE  :0] rptr,wptr;
    mem #(
        .D_SIZE(D_SIZE),
        .A_SIZE(A_SIZE)
    ) I_mem(
        .rdata(rdata),
        .raddr(raddr),
        .wclk(wclk),
        .wen(wen),
        .wdata(wdata),
        .waddr(waddr)
    );
    read #(
        .A_SIZE(A_SIZE)
    ) I_read(
        .empty(empty),
        .raddr(raddr),
        .rptr(rptr),
        .rclk(rclk),
        .wptr(wptr),
        .rrstn(rrstn),
        .ren(ren)
    );
    write #(
        .A_SIZE(A_SIZE)
    ) I_write(
        .full(full),
        .waddr(waddr),
        .wptr(wptr),
        .wclk(wclk),
        .wrstn(wrstn),
        .rptr(rptr),
        .wen(wen)
    );
endmodule
module mem(rdata,raddr,wclk,waddr,wdata,wen);
    parameter A_SIZE = 4;
    parameter D_SIZE = 8;
    localparam MEM_DEPTH = 1 << A_SIZE;
    output [D_SIZE-1:0] rdata;
    input [A_SIZE-1:0] raddr,waddr;
    input [D_SIZE-1:0] wdata;
    input wclk,wen;
    reg [D_SIZE-1:0] mem [0:MEM_DEPTH];
    always@(posedge wclk)
        if(wen)
            mem[waddr]<=wdata;
    assign rdata = mem[raddr];
endmodule
module read(empty,raddr,rptr,rclk,ren,rrstn,wptr);
    parameter A_SIZE = 4;
    output              empty;
    output [A_SIZE-1:0] raddr;
    output [A_SIZE  :0] rptr;
    input               rclk,ren,rrstn;
    input  [A_SIZE:0]   wptr;
    reg  [A_SIZE:0] bin_reg,gray_reg;
    wire [A_SIZE:0] bin_next,gray_next;
    reg  [A_SIZE:0] rwptr2,rwptr1;
    reg             empty_reg;
    assign bin_next  = bin_reg+{{A_SIZE-1{1'b0}},(ren&~empty)};
    assign gray_next = {1'b0,bin_next[A_SIZE:1]} ^ bin_next;
    always@(posedge rclk,negedge rrstn)
        if(!rrstn)
            {bin_reg,gray_reg}<=0;
        else
            {bin_reg,gray_reg}<={bin_next,gray_next};
    assign raddr = bin_reg[A_SIZE-1:0];
    assign rptr  = gray_reg;
    always@(posedge rclk,negedge rrstn)
        if(!rrstn)
            {rwptr2,rwptr1}<=0;
        else
            {rwptr2,rwptr1}<={rwptr1,wptr};
    always@(posedge rclk,negedge rrstn)
        if(!rrstn)
            empty_reg<=1'b1;
        else
            empty_reg<=(rptr==rwptr2);
    assign empty=empty_reg;
endmodule
module write(full,waddr,wptr,wclk,wen,wrstn,rptr);
    parameter A_SIZE = 4;
    output              full;
    output [A_SIZE-1:0] waddr;
    output [A_SIZE  :0] wptr;
    input               wclk,wen,wrstn;
    input  [A_SIZE:0]   rptr;
    reg  [A_SIZE:0] bin_reg,gray_reg;
    wire [A_SIZE:0] bin_next,gray_next;
    reg  [A_SIZE:0] wrptr2,wrptr1;
    reg             full_reg;
    assign bin_next  = bin_reg+{{A_SIZE-1{1'b0}},(wen&~full)};
    assign gray_next = {1'b0,bin_next[A_SIZE:1]} ^ bin_next;
    always@(posedge wclk,negedge wrstn)
        if(!wrstn)
            {bin_reg,gray_reg}<=0;
        else
            {bin_reg,gray_reg}<={bin_next,gray_next};
    assign waddr = bin_reg[A_SIZE-1:0];
    assign wptr  = gray_reg;
    always@(posedge wclk,negedge wrstn)
        if(!wrstn)
            {wrptr2,wrptr1}<=0;
        else
            {wrptr2,wrptr1}<={wrptr1,rptr};
    always@(posedge wclk,negedge wrstn)
        if(!wrstn)
            full_reg<=1'b0;
        else
            full_reg<=(wptr[A_SIZE]!=wrptr2[A_SIZE])&&(wptr[A_SIZE-1]!=wrptr2[A_SIZE-1])&&(wptr[A_SIZE-2:0]==wrptr2[A_SIZE-2:0]);
    assign full=full_reg;
endmodule
==> flow/run.sh <==
#!/bin/bash
# OpenROAD 26Q1-2900-gdf79404cd8, Yosys 0.63+post, stock flow scripts
make -C /OpenROAD-flow-scripts/flow DESIGN_CONFIG=/design/flow/config.mk WORK_HOME=/design/flow/orfs finish
==> flow/config.mk <==
export PLATFORM = sky130hd
export DESIGN_NAME = fifo
export DESIGN_NICKNAME = fifo
export VERILOG_FILES = /design/flow/design.v
export SDC_FILE = /design/flow/constraint.sdc
export NUM_CORES = 4
export LEC_CHECK = 1
export CORE_UTILIZATION = 50
==> flow/constraint.sdc <==
current_design fifo

set clk_period 5.9
set clk_io_pct 0.2

create_clock -name clk0 -period $clk_period [get_ports {rclk}]
create_clock -name clk1 -period $clk_period [get_ports {wclk}]

set non_clock_inputs [all_inputs -no_clocks]
set_input_delay [expr $clk_period * $clk_io_pct] -clock clk0 $non_clock_inputs
set_output_delay [expr $clk_period * $clk_io_pct] -clock clk0 [all_outputs]
==> results.txt <==
Physical design

The flow ran to the end, and the final reports show no timing, DRC or antenna violations. The count of cells in the finished layout, fillers not included, comes to 533. For this run, the number of Yosys warnings is 3. Per the detail_route report, the via count comes to 2865. Counting distinct cell types in the post-synthesis netlist gives 25.

The worst slack after detailed placement stands at 2.264 ns. After clock tree synthesis, the flow added hold-fix buffers numbering 0. The detailed-route vias per instance stands at 5.375. The global routing usage summed across all routing layers stands at 0.2079.

Of the cells placed in the final design, the portion with a size suffix greater than 1 is 0.1863. The floorplan utilization stands at 0.5214. Per the cell usage report, the commonest logic cell in the layout is edfxtp_1. The final report lists the setup-violating endpoint count as 0. The overall routed net length stands at 11030 um.

The worst setup path is captured at an output pin. For reference, the final report shows the hold violation count at 0. Per the run summary, max-cap violations total 0.

Per the post-synthesis stats, the area per cell is 20.79 um^2. Looking at the setup timing report, the critical path kind is reg2out. The number of instances in the synthesized netlist stands at 305. The area growth from synthesis to layout stands at 17.50%. 24 I/O pins were placed.

Entering global routing, the biggest net connects 35 pins. TritonCTS built the clock tree. The worst endpoint data arrival time stands at 2.67 ns. The DRC violations left stands at 0.

The highest cell delay on the worst timing path stands at 0.61 ns. Counting flops per register, the top entry is I_mem.mem. The library cells used most frequently in the layout, excluding fill and tap cells, are 128 x edfxtp_1, 38 x dfrtp_1, 22 x clkdlybuf4s50_1.

After layout, the setup clock skew is reported as 0.009636 ns. The data required time at the worst endpoint stands at 4.72 ns. Counting tap cells, the placed design contains a total of 497 instances. The worst reg-to-reg path cell count stands at 2. The core region is 0.01216 mm^2. The global route total overflow stands at 0. Listed in order, past its start point the critical path passes buf_4 > mux4_1 > a22oi_1 > nand2_1 > clkdlybuf4s50_1.

The actual slew at the worst max-slew pin stands at 0.9222 ns. The remaining max-slew budget at the tightest pin stands at 0.3829. The power report puts the leakage power at 0.002622 uW.

The total of cells resized after clock tree synthesis stands at 0. The timing report shows that the slowest cell on the worst path is mux4_1. The number of global-route vias before repair stands at 3218. The count of antenna-violating nets left after detailed routing stands at 0. Clock-pin slew was measured on the worst setup and hold paths at 0.06 ns. The endpoint identified for the worst register-to-register timing path is I_mem.mem[4][3]. Once iteration 0 of detailed routing completed, the report listed 203 DRC markers. The launch point of the worst min-delay path is recorded as I_read.gray_reg[3]. The iteration count recorded for the first detailed-route pass is 5. Summing over the stages, the warning tally comes to 27. The peak fanout along the critical path stands at 25. The sink count of the clock tree stands at 168.

The number of antenna violations at the first check in global routing stands at 0. The quantity of I/O buffers inserted on ports stands at 22. The type recorded for the worst min-delay path is reg2reg. The setup check on the worst reg-to-reg path leaves a slack of 4.00 ns.

After detailed placement, the total cell area comes to 0.006780 mm^2. The final weighted congestion recorded by global placement is 0.7590. The register with the most flip-flops in the layout has 128 of them. The buffers plus inverters on the worst setup path stands at 2. Setup slack closes at 2.045 ns. The flip-flop and latch count after synthesis stands at 168.

The number of max-slew violations in the final report stands at 0. In this run the critical register-to-register path is launched from I_write.bin_reg[0]. The row count stands at 40. The share of the Yosys chip area taken by registers is 0.7642. For this design the ratio of total power to cell area is 510.0 mW/mm^2. The placed wire-length estimate after detailed placement stands at 7046 um. From bottom edge to top edge, the die measures 114.6 um. The floorplan die width stands at 114.6 um.

Before any placement, the netlist area is recorded as 0.006341 mm^2. The buffer count from post-CTS setup fixing stands at 0. For this sky-water flow run, the detailed-routed wirelength per cell is reported as 20.69 um. Looking at the hold checks, the worst path lands on I_write.wrptr1[3]. The number of cells traversed by the worst hold path stands at 0.

The largest vdd supply drop stands at 238.5 uV. The synth_stat.txt file lists the number of cells as 305. Adding up every negative setup slack in the final design gives 0 ns. The area of all placed cells without fillers stands at 0.007451 mm^2.

Setup repair after global routing left no endpoint under its margin. The first global-routing pass estimated 17530 um of wire. STA classifies the critical path startpoint as a register. The most critical setup path has its startpoint at I_read.bin_reg[0]. The number of diodes stands at 0. The total die size stands at 0.01314 mm^2.

The area recorded from the Yosys report for this design is 0.006341 mm^2. Among cell families on the critical path, the largest total delay comes from buffers and inverters.
cell families (layout without fill, tap and decap cells):
logic type | Yosys count | in the layout | synth area share
adders and majority gates | 5 | 5 | 0.009866
AOI/OAI and AO/OA | 16 | 16 | 0.01894
and+or+nand+nor | 45 | 45 | 0.03414
DFF | 168 | 168 | 0.7642
buffers and inverters | 15 | 75 | 0.01776
xor gates and xnor gates | 24 | 24 | 0.03315
muxes | 32 | 32 | 0.1219
layer usage:
| metal | part of all wire | global-route usage |
|---|---|---|
| met1 | 0.43 | 0.3450 |
| met2 | 0.46 | 0.2921 |
| met4 | 0.014 | 0.02771 |
| met5 | 0 | 0 |
| met3 | 0.093 | 0.1073 |
per-stage QoR:
step           power [uW]  hold WS (ns)  utilization
3_5_place_dp         2646        0.3347       0.5575
2_1_floorplan        2305        0.3312            -
4_1_cts              3856        0.2726       0.6127
3_3_place_gp         2639        0.3321       0.5575
5_1_grt              4006        0.2898       0.6127
6_report             3800        0.2829       0.6127
cell usage after synthesis (all sizes together):
cell type,n,area share
inv,2,0.0012
xnor2,12,0.017
ha,5,0.0099
buf,8,0.011
nand3,7,0.0055
nand3b,2,0.0024
nor3,6,0.0047
clkdlybuf4s25,3,0.0047
dfrtp,39,0.15
nor2b,3,0.0030
nand2,9,0.0053
a22oi,16,0.019
or3b,1,0.0014
nor2,13,0.0077
clkbuf,2,0.0012
dfstp,1,0.0041
and2,1,0.00099
and2b,1,0.0012
edfxtp,128,0.61
nand2b,2,0.0020
mux4,32,0.12
xor2,12,0.017
worst max path at each step:
stage | endpoint | depth (start not counted) | slack (ns)
4_1_cts | rdata[4] | 5 | 1.99
5_1_grt | rdata[4] | 5 | 1.80
6_report | rdata[4] | 5 | 2.05
where the power goes:
part / switching (uW) / total (uW) / internal [uW] / leakage (uW)
combinational: 457 / 959 / 501 / 0.000671
sequential: 133 / 1650 / 1510 / 0.00163
clock: 441 / 1190 / 754 / 0.000324
total: 1030 / 3800 / 2770 / 0.00262
worst register-to-register path, delay by kind of cell (launching register included):
kind / cells / cell delay [ns]
simple gates: 2 / 1.11
flops: 1 / 0.42
final cells by class:
class	count	area, um^2
Clock buffer	22	508.0
Clock inverter	14	162.7
Fill cell	881	4711
Inverter	2	7.507
Multi-Input combinational cell	122	1383
Sequential cell	168	4847
Tap cell	168	210.2
Timing Repair Buffer	37	332.8
Power and IR drop assume default switching activity.
